$ cat ./design.v
module L_ALU_9 (immediate, spIn, pcIn, pcOut, raIn, raOut, memoryAddress, memoryIn, memoryOut);
	input [9:0] immediate;
	input [15:0] spIn;
	input [15:0] pcIn;
	input [15:0] raIn;
	input [15:0] memoryIn;   
	output reg [15:0] pcOut;
	output reg [15:0] raOut;
	output reg [15:0] memoryAddress;
	output reg [15:0] memoryOut;
   wire signed [15:0] imm_extended = {{6{immediate[9]}}, immediate} << 1;
	always @(*) begin
        memoryAddress = spIn;
        memoryOut = raIn;
        raOut = pcIn + 16'd2;
        pcOut = pcIn + imm_extended;
    end
endmodule
$ cat ./run.sh
#!/bin/bash
# OpenROAD 26Q1-2900-gdf79404cd8, Yosys 0.63+post, stock flow scripts
make -C /OpenROAD-flow-scripts/flow DESIGN_CONFIG=/design/flow/config.mk WORK_HOME=/design/flow/orfs finish
$ cat ./config.mk
export PLATFORM = sky130hd
export DESIGN_NAME = L_ALU_9
export DESIGN_NICKNAME = L_ALU_9
export VERILOG_FILES = /design/flow/design.v
export SDC_FILE = /design/flow/constraint.sdc
export NUM_CORES = 4
export LEC_CHECK = 1
export CORE_AREA = 10 10 73 73
export DIE_AREA = 0 0 83 83
$ cat ./constraint.sdc
current_design L_ALU_9

set clk_period 4.2
set clk_io_pct 0.2

create_clock -name clk0 -period $clk_period

set non_clock_inputs [all_inputs -no_clocks]
set_input_delay [expr $clk_period * $clk_io_pct] -clock clk0 $non_clock_inputs
set_output_delay [expr $clk_period * $clk_io_pct] -clock clk0 [all_outputs]
==> flow_summary.html <==
<h3>Flow metrics</h3>
<table>
<tr><th>Metric</th><th>Value</th></tr>
<tr><th colspan="2">Status</th></tr>
<tr><td>Status</td><td>complete, no violations</td></tr>
<tr><th colspan="2">Placed design</th></tr>
<tr><td>Final Wtd Congestion</td><td>0.7958</td></tr>
<tr><td>IO buf count</td><td>55</td></tr>
<tr><td>Placed wire-length estimate</td><td>between 2000 and 3000 microns</td></tr>
<tr><td>Post-Place Cells</td><td>~230</td></tr>
<tr><th colspan="2">Floorplan</th></tr>
<tr><td>Floorplan core density</td><td>0.3041</td></tr>
<tr><td>Vertical die dimension</td><td>83 microns</td></tr>
<tr><td>Total die size</td><td>6889 sq um</td></tr>
<tr><td>Area of the core</td><td>about 3700 sq um</td></tr>
<tr><td>Number of core rows</td><td>22</td></tr>
<tr><td>Die width</td><td>roughly 83 microns</td></tr>
<tr><td>I/O pin count</td><td>138</td></tr>
<tr><th colspan="2">Route</th></tr>
<tr><td>Number of inserted diodes</td><td>0</td></tr>
<tr><td>DRC viols</td><td>0</td></tr>
<tr><td>1st-iter DRT viols</td><td>slightly above 50</td></tr>
<tr><td>Number of vias after detailed routing</td><td>1069</td></tr>
<tr><td>Vias per std cell</td><td>approximately 4.6</td></tr>
<tr><td>First-pass DRT Iterations</td><td>4</td></tr>
<tr><td>Post-detailed-route wirelength per cell</td><td>13.33 microns</td></tr>
<tr><td>Detail Route Antenna Nets</td><td>0</td></tr>
<tr><td>Final Routed Wirelength</td><td>3065 microns</td></tr>
<tr><th colspan="2">Pwr</th></tr>
<tr><td>Internal cell power</td><td>0.0001409 W</td></tr>
<tr><td>Part of the power in registers</td><td>0</td></tr>
<tr><td>Sw Share</td><td>0.3575</td></tr>
<tr><td>Design Power</td><td>~0.00022 W</td></tr>
<tr><td>VDD IR max</td><td>0.07820 mV</td></tr>
<tr><td>Comb pwr share</td><td>1.000</td></tr>
<tr><td>Switching Power</td><td>0.00007840 W</td></tr>
<tr><td>LEAKAGE</td><td>0.6817 nW</td></tr>
<tr><td>Clock Power Share</td><td>0</td></tr>
<tr><td>Power density over cell area</td><td>about 140 nW/um^2</td></tr>
<tr><th colspan="2">Timing</th></tr>
<tr><td>Tmin final</td><td>between 4 and 5 ns</td></tr>
<tr><td>Final Setup Violations</td><td>0</td></tr>
<tr><td>Count of pins over their slew limit</td><td>0</td></tr>
<tr><td>Fmax</td><td>245.1 MHz</td></tr>
<tr><td>RSZ-0062 raised after global routing</td><td>false</td></tr>
<tr><td>Slew at the pin closest to its max-slew limit</td><td>0.3305 ns</td></tr>
<tr><td>Final-report hold violation count</td><td>0</td></tr>
<tr><td>Relative slew margins</td><td>0.7792</td></tr>
<tr><td>Final period utilization</td><td>0.9713</td></tr>
<tr><th colspan="2">Worst setup path</th></tr>
<tr><td>Worst path most repeated cell</td><td>sky130_fd_sc_hd__clkdlybuf4s50_1</td></tr>
<tr><td>Required arrival time at the worst endpoint</td><td>3.36 ns</td></tr>
<tr><td>Class of the most critical setup path</td><td>input pin to output port</td></tr>
<tr><td>Cell Chain, Critical Path</td><td>clkdlybuf4s50_1, ha_2, fa_2, a21o_1, a221oi_2, o211ai_2, buf_4, xor2_1, clkdlybuf4s50_1</td></tr>
<tr><td>Type of destination of the critical path</td><td>output port</td></tr>
<tr><td>Slowest cell on the critical path</td><td>sky130_fd_sc_hd__clkdlybuf4s50_1</td></tr>
<tr><td>Worst Setup Start Kind</td><td>input pin</td></tr>
<tr><td>CP max stage delay</td><td>a little under 0.5 ns</td></tr>
<tr><td>Signal arrival time at the worst endpoint</td><td>around 3.2 ns</td></tr>
<tr><td>Maximum net fanout on the critical path</td><td>2</td></tr>
<tr><th colspan="2">Layout</th></tr>
<tr><td>Signed area change from the synthesized netlist to the final layout</td><td>38.35%</td></tr>
<tr><td>Proportion of layout cells with a drive suffix above 1</td><td>0.1044</td></tr>
<tr><td>Layout clock buffer count</td><td>0</td></tr>
<tr><td>Count of filler cells inserted in the layout</td><td>376</td></tr>
<tr><td>Logic area</td><td>873.3 sq um</td></tr>
<tr><td>Register area</td><td>0 sq um</td></tr>
<tr><td>Count of placed standard cells in the final layout, fillers left out</td><td>230</td></tr>
<tr><td>Flip-flops</td><td>0</td></tr>
<tr><th colspan="2">Worst hold path</th></tr>
<tr><td>Worst Hold Path Cells</td><td>0</td></tr>
<tr><td>Tightest Hold Check Type</td><td>input pin to output port</td></tr>
<tr><td>End point of the worst hold path</td><td>memoryAddress[0]</td></tr>
<tr><td>Source of the worst hold timing path</td><td>spIn[0]</td></tr>
<tr><th colspan="2">Synthesis</th></tr>
<tr><td>Post-synthesis instance area</td><td>1139 sq um</td></tr>
<tr><td>Leading post-synthesis cells by instance count</td><td>sky130_fd_sc_hd__buf_4 (34), sky130_fd_sc_hd__xnor2_1 (16), sky130_fd_sc_hd__ha_1 (15), sky130_fd_sc_hd__a21oi_1 (13), sky130_fd_sc_hd__nand2_1 (10)</td></tr>
<tr><td>Share of Yosys cell area claimed by the top area cell type</td><td>0.2242</td></tr>
<tr><td>Sequential area share after synthesis</td><td>0</td></tr>
<tr><td>Cell total in the yosys stat output</td><td>153</td></tr>
<tr><td>Count of synthesis-stage warnings from yosys</td><td>1</td></tr>
<tr><td>Chip Area, Yosys</td><td>around 1100 sq um</td></tr>
<tr><td>Cell type contributing the most total cell area after synthesis</td><td>sky130_fd_sc_hd__buf_4</td></tr>
<tr><td>Mean Syn Cell Area</td><td>7.442 sq um</td></tr>
<tr><td>Top cells, area</td><td>sky130_fd_sc_hd__buf_4 (22%), sky130_fd_sc_hd__ha_1 (16%), sky130_fd_sc_hd__xnor2_1 (12%)</td></tr>
<tr><td>Most common cell in the synthesized netlist</td><td>sky130_fd_sc_hd__buf_4</td></tr>
<tr><td>Tally of unique sky130hd cells used after synthesis</td><td>31</td></tr>
<tr><td>Synth Instances</td><td>around 150</td></tr>
<tr><th colspan="2">Run</th></tr>
<tr><td>Number of OpenROAD warnings</td><td>48</td></tr>
<tr><td>Count of max-cap constraint violations</td><td>0</td></tr>
<tr><th colspan="2">Global routing</th></tr>
<tr><td>Total routing usage reported by global routing</td><td>0.08337</td></tr>
<tr><td>Number of global-route vias before repair</td><td>1085</td></tr>
<tr><td>Antenna violations before repair</td><td>0</td></tr>
<tr><td>Global-route wire length before repair</td><td>5092 microns</td></tr>
<tr><td>Overflow left after global routing</td><td>0</td></tr>
<tr><td>Largest net degree at the start of global routing</td><td>9</td></tr>
</table>
worst max path at each step:
stage	from	to	slack (ns)	depth (start not counted)
CTS	pcIn[1]	pcOut[15]	0.009	9
finish	pcIn[1]	pcOut[11]	0.12	9
global route	pcIn[1]	pcOut[11]	0.04	9
layout make-up:
| cell class | count | share of cell area |
|---|---|---|
| Multi-Input combinational cell | 114 | 0.5544 |
| Tap cell | 48 | 0.03813 |
| Timing Repair Buffer | 65 | 0.4003 |
| Inverter | 3 | 0.007149 |
placed cells by master (no fill, tap or decap), types with 2 or more instances in the layout:
| cell type | n |
|---|---|
| sky130_fd_sc_hd__buf_4 | 10 |
| sky130_fd_sc_hd__and3_1 | 4 |
| sky130_fd_sc_hd__inv_1 | 3 |
| sky130_fd_sc_hd__nand3_1 | 9 |
| sky130_fd_sc_hd__o21ai_0 | 2 |
| sky130_fd_sc_hd__o21bai_1 | 4 |
| sky130_fd_sc_hd__a21o_1 | 4 |
| sky130_fd_sc_hd__dlymetal6s2s_1 | 2 |
| sky130_fd_sc_hd__nand4_1 | 4 |
| sky130_fd_sc_hd__xor2_1 | 9 |
| sky130_fd_sc_hd__clkdlybuf4s50_1 | 53 |
| sky130_fd_sc_hd__xnor2_1 | 16 |
| sky130_fd_sc_hd__mux2i_1 | 2 |
| sky130_fd_sc_hd__nor2_1 | 7 |
| sky130_fd_sc_hd__nand2_1 | 10 |
| sky130_fd_sc_hd__a21oi_1 | 12 |
| sky130_fd_sc_hd__ha_1 | 14 |
logic make-up (layout without fill, tap and decap cells):
logic type / count (synthesis) / count (layout) / share of synthesized area
AND/OR/NAND/NOR: 42 / 42 / 0.1890
buffers and inverters: 39 / 68 / 0.2407
AND-OR/OR-AND: 29 / 29 / 0.1780
XOR/XNOR: 25 / 25 / 0.1923
adder cells (fa/ha/maj): 16 / 16 / 0.1824
multiplexers: 2 / 2 / 0.01758
per-layer routing:
| metal | part of all wire | up-vias | GRT usage | wire [microns] |
|---|---|---|---|---|
| met3 | 0.085 | 6 | 0.02362 | 259 |
| met5 | 0 | - | 0 | 0 |
| li1 | - | 563 | - | - |
| met4 | 0.010 | 0 | 0.009231 | 32 |
| met1 | 0.54 | 454 | 0.1238 | 1659 |
| met2 | 0.36 | 46 | 0.1180 | 1114 |
power groups by stage:
| stage | sequential [W] | combinational [W] | clock [W] |
|---|---|---|---|
| CTS | 0 | 0.000223 | 0 |
| global route | 0 | 0.000246 | 0 |
| finish | 0 | 0.000219 | 0 |
critical path: cells and delay by family:
family	cells	cell delay, ns
AOI/OAI and AO/OA	3	0.63
xor gates and xnor gates	1	0.15
adders and majority gates	2	0.54
buffers and inverters	3	1.07
per-stage QoR:
| stage | util | worst slack (ns) | area, sq um | hold WS, ns | setup TNS (ns) |
|---|---|---|---|---|---|
| global route | 0.4208 | 0.03509 | 1575 | 1.680 | 0 |
| global placement | 0.4131 | -0.05647 | 1546 | 1.680 | -0.08901 |
| finish | 0.4208 | 0.1204 | 1575 | 1.680 | 0 |
| detailed placement | 0.4131 | -0.06346 | 1546 | 1.680 | -0.08797 |
| CTS | 0.4148 | 0.008960 | 1553 | 1.680 | 0 |
| floorplan | - | 0.9297 | 1139 | 1.689 | 0 |
what timing repair did:
action,4_1_cts,5_1_grt
setup endpoints to repair,3,3
pin swaps,3,4
buffers inserted,0,2
resized,2,3
hold buffers,0,0
cloned,0,0
No activity file was given, so power comes from the tool's default toggle rates.
