$ cat flow/run.sh
#!/bin/bash
# OpenROAD 26Q1-2900-gdf79404cd8, Yosys 0.63+post, stock flow scripts
make -C /OpenROAD-flow-scripts/flow DESIGN_CONFIG=/design/flow/config.mk WORK_HOME=/design/flow/orfs finish
$ cat flow/config.mk
export PLATFORM = sky130hd
export DESIGN_NAME = L_Value_Selection
export DESIGN_NICKNAME = L_Value_Selection
export VERILOG_FILES = /design/flow/design.v
export SDC_FILE = /design/flow/constraint.sdc
export NUM_CORES = 4
export LEC_CHECK = 1
export CORE_UTILIZATION = 30
$ cat flow/constraint.sdc
current_design L_Value_Selection

set clk_period 12.2
set clk_io_pct 0.2

create_clock -name clk0 -period $clk_period

set non_clock_inputs [all_inputs -no_clocks]
set_input_delay [expr $clk_period * $clk_io_pct] -clock clk0 $non_clock_inputs
set_output_delay [expr $clk_period * $clk_io_pct] -clock clk0 [all_outputs]
$ cat flow/design.v
module C_ALU (op, in0, in1, dout);
	input [2:0] op;
	input [15:0] in0;
	input [15:0] in1;
	output reg [15:0] dout;
	always @ * begin
		case(op)
			3'b000: dout = in0+in1;
			3'b001: dout = in0&in1;
			3'b010: dout = in0|in1;
			3'b011: dout = in0^in1;
			3'b100: dout = in0-in1;
			3'b101: dout = ~(in0&in1);
			3'b110: dout = ~(in0|in1);
			3'b111: dout = ~(in0^in1);
		endcase
	end
endmodule
module C_Comparator (op, in0, in1, out);
	input [1:0] op;
	input [15:0] in0;
	input [15:0] in1;
	output reg out;
	always @ * begin
		out = 0;
		case (op)
			default: if(in0 == in1) out = 1'b1;		
			2'b01: if(in0 < in1) out = 1'b1;
			2'b10: if (in0 != in1) out = 1'b1;
			2'b11: if (in0 >= in1) out = 1'b1;
		endcase
	end
endmodule
module C_SHIFT (immediate, in0, out);
	input signed [4:0] immediate;
	input [15:0] in0;
	output reg [15:0] out;
	always @(*) begin
		if (immediate < 0) begin
			out = in0 >> -immediate;  
		end else begin
			out = in0 << immediate;
		end
	end
endmodule
module L_Value_Selection (
	input [15:0] inputLine,
	input [15:0] in0,
	input [15:0] in1,
	input [15:0] in2,
	input [15:0] spIn,
	input [15:0] pcIn,
	input [15:0] raIn,
	input [15:0] memoryIn,
	input [15:0] immediate,
	output reg [15:0] out,
	output reg [15:0] spOut,
	output reg [15:0] pcOut,
	output reg [15:0] raOut,
	output reg [15:0] memoryAddress,
	output reg [15:0] memoryOut,
	input [1:0] ALUInput1Select,
	input [1:0] ALUInput2Select,
	input [2:0] ALUOp,
	input [1:0] CompOp,
	input [1:0] PCOutSelect,
	input [0:0] SPOutSelect,
	input [0:0] RAOutSelect,
	input [1:0] MemoryAddrSelect,
	input [0:0] MemoryOutSelect,
	input [2:0] RegisterOutSelect,
	input [4:0] shiftAmount,
	input forcePCAlternate
);
	wire [15:0] pcIncrementValue;
	assign pcIncrementValue = pcIn + 2;
	reg [15:0] ALUInput1;
	reg [15:0] ALUInput2;
	wire [15:0] ALUOut;
	C_ALU ALU (.op(ALUOp), .in0(ALUInput1), .in1(ALUInput2), .dout(ALUOut));
	wire [15:0] shiftOut;
	C_SHIFT SHIFTER (.immediate(shiftAmount), .in0(in1), .out(shiftOut));
	wire comparatorSelect;
	C_Comparator COMPARE (.op(CompOp), .in0(in0), .in1(in1), .out(comparatorSelect));
	always @ * begin
		case (ALUInput1Select)
			2'b00: ALUInput1 <= pcIn;
			2'b01: ALUInput1 <= spIn;
			default: ALUInput1 <= in1;
		endcase
		case (ALUInput2Select)
			2'b00: ALUInput2 <= immediate;
			2'b01: ALUInput2 <= in2;
			default: ALUInput2 <= in0;
		endcase
		case (PCOutSelect & {2{forcePCAlternate | comparatorSelect}})
			default: pcOut <= pcIncrementValue;
			2'b01: pcOut <= ALUOut;
			2'b10: pcOut <= raIn;
			2'b11: pcOut <= in0;
		endcase
		case (SPOutSelect)
			1'b0: spOut <= ALUOut;
			default: spOut <= in0;
		endcase
		case (RAOutSelect)
			1'b0: raOut <= memoryIn;
			default: raOut <= pcIncrementValue;
		endcase
		case (MemoryOutSelect)
			1'b0: memoryOut <= in0;
			default: memoryOut <= raIn;
		endcase
		case (MemoryAddrSelect)
			2'b00: memoryAddress <= in1;
			2'b01: memoryAddress <= spIn;
			default: memoryAddress <= ALUOut;
		endcase
		case (RegisterOutSelect)
			3'b000: out <= memoryIn;
			3'b001: out <= ALUOut;
			3'b010: out <= {immediate[7:0], in0[7:0]};
			3'b011: out <= immediate;
			3'b100: out <= shiftOut;
			3'b101: out <= spIn;
			3'b110: out <= pcIn;
			default: out <= inputLine;
		endcase
	end
endmodule
==> job_summary.md <==
### Metrics collected by this job

| Metric | Value |
|---|---|
| Count of yosys warnings during synthesis | `4` |
| Number of placement rows | `between 50 and 60` |
| Maximum fanout encountered on the critical timing path | `12` |
| Rel. slew slack | `between 30% and 40%` |
| Residual DRC | `0` |
| Gate count after technology mapping | `between 1k and 1.5k` |
| Tally of non-filler cells in the final layout | `approximately 1.6k` |
| Met3 wire length | `3950 microns` |
| Total congestion overflow | `0` |
| Post-synthesis area per instance | `6.980 sq um` |
| Number of antenna-violating nets in the routed design | `0` |
| Top routing layer used | `met4` |
| Maximum capacitance violations | `0` |
| Clock period minus worst slack | `10.66 ns` |
| Switching Share | `52.77%` |
| Area fraction of the dominant cell type after synthesis | `between 10 and 15%` |
| Critical path's slowest cell | `sky130_fd_sc_hd__clkdlybuf4s50_1` |
| Hold-fix buffer count after cts | `0` |
| Crit path cell chain | `clkdlybuf4s50_1 -> buf_4 -> mux2i_2 -> ha_1 -> nand2_1 -> nor3_1 -> nor2_1 -> xnor2_1 -> ha_1 -> nand2_1 -> a2111oi_0 -> nor2_1 -> a31oi_1 -> o22ai_1 -> xnor2_1 -> a21oi_2 -> a21oi_1 -> clkdlybuf4s50_1` |
| RSZ-0062 raised after global routing | `no` |
| Yosys stat cell total | `~1.1k` |
| Switch Pwr | `0.0003287 W` |
| Fraction of layout cells with a size suffix above 1 | `about 9.6%` |
| Aggregate routed wire length | `approximately 40000 microns` |
| OpenROAD warnings | `53` |
| Placeable core region | `24600 sq um` |
| I/O pin count | `~270` |
| Worst vdd rail ir drop | `0.02953 mV` |
| Kind of start point of the critical path | `primary input` |
| Final total negative setup slack | `0 ns` |
| Element type at the critical path end | `output port` |
| Chip area | `between 20000 and 30000 sq um` |
| Portion of total power attributed to the clock network | `0%` |
| Combinational Power Share | `100.0%` |
| Smallest setup slack after layout | `1.537 ns` |
| Crit path kind | `primary input to output port` |
| Endpoint, Worst Hold | `out[12]` |
| Starting density of the core | `30.95%` |
| Post-placement setup slack | `1.594 ns` |
| Hold Path Class | `primary input to output port` |
| Via count normalized by instance count | `5.657` |
| Num sequential | `0` |
| Port Buffers | `265` |
| Register Area | `0 sq um` |
| Largest net degree at the start of global routing | `51` |
| Horizontal die size | `about 160 microns` |
| Half-perimeter wire length after detailed placement | `roughly 33000 microns` |
| DRT Pass-1 Iters | `5` |
| Clock buf count | `0` |
| Power Internal | `~0.0003 W` |
| Number of post-CTS setup repair buffers | `0` |
| Number of setup violations in the final report | `0` |
| Share of the clock period used by the worst path | `87.40%` |
| Min-Delay Startpoint | `inputLine[12]` |
| Worst EP arrival | `8.22 ns` |
| Core Util, Final | `42.74%` |
| Antenna violations before repair | `0` |
| Top cells by area | `sky130_fd_sc_hd__ha_1, sky130_fd_sc_hd__mux2i_1, sky130_fd_sc_hd__xnor2_1` |
| DR iter-0 viols | `about 750` |
| Portion of the post-synthesis area used by sequential elements | `0%` |
| Met1 wire length | `16810 microns` |
| Overall routing resource usage | `30.83%` |
| Critical path data required time | `about 10 ns` |
| Hold-critical path depth | `4` |
| Static Leakage | `4.319 nW` |
| Number of global-route vias before repair | `8800` |
| Synthesized area | `7615 sq um` |
| DIE HEIGHT | `161.3 microns` |
| Status | `complete, no violations` |
| Sequential group share of total power | `0%` |
| WL/cell | `24.63 microns` |
| Power after layout | `slightly above 0.0006 W` |
| Yosys synthesis chip area | `7615 sq um` |
| Unique cell types | `83` |
| Cell accounting for the most synthesized area | `sky130_fd_sc_hd__ha_1` |
| Resized Gates After CTS | `0` |
| Total placed cells including tap cells | `1633` |
| Final Hold Violation Tally | `0` |
| Power density relative to cell area | `59.24 nW/um^2` |
| Final GP Congestion | `1.017` |
| Met2 wire length | `17660 microns` |
| Maximum clock rate | `93.78 MHz` |
| Final Max-Slew Violation Tally | `0` |
| Transition time at the pin with the least slew margin | `roughly 0.90 ns` |
| Delay contributed by the slowest stage of the critical path | `between 0.8 and 0.9 ns` |
| Layout-stage area growth over the synthesis result | `38.09%` |
| Wire length of the first global-routing pass | `around 58000 microns` |
| Via Count | `9243` |
==> cells by family after synthesis <==
| family | Yosys count | share of synthesized area, % |
|---|---|---|
| buffers and inverters | 157 | 9.103 |
| adders and majority gates | 71 | 11.76 |
| AOI/OAI and AO/OA | 346 | 28.89 |
| xor gates and xnor gates | 74 | 8.610 |
| and+or+nand+nor | 303 | 18.21 |
| muxes | 140 | 23.43 |
==> Yosys cell counts, drive strengths merged (5+ instances only) <==
master	number
a211oi	21
a21o	9
a21oi	87
a221oi	7
a222oi	8
a22o	5
a22oi	7
a31oi	26
and2	7
and3	6
buf	27
clkbuf	52
ha	70
inv	74
mux2	43
mux2i	78
mux4	19
nand2	109
nand2b	14
nand3	14
nand4	8
nor2	100
nor2b	10
nor3	11
o21a	16
o21ai	96
o221ai	9
o22a	7
o22ai	19
or2	6
or3	6
xnor2	58
xor2	16
==> metrics by stage <==
| stage | area, sq um | hold WS [ns] |
|---|---|---|
| after global routing | 10510 | 5.851 |
| after floorplan | 7615 | 4.907 |
| after CTS | 10510 | 5.813 |
| after global placement | 10510 | 5.809 |
| final | 10520 | 5.807 |
| after detailed placement | 10510 | 5.811 |
==> critical path: cells and delay by family <==
family	cells	cell delay, ns
AND-OR/OR-AND	5	1.90
XOR/XNOR	2	0.30
adder cells (fa/ha/maj)	2	0.59
buffers and inverters	3	1.70
multiplexers	1	0.38
AND/OR/NAND/NOR	5	0.90
==> worst max-delay path by stage <==
stage                 startpoint           endpoint  depth (start not counted)
global route  ALUInput2Select[1]  memoryAddress[15]                         18
finish        ALUInput2Select[1]  memoryAddress[15]                         18
CTS           ALUInput2Select[1]  memoryAddress[15]                         18
==> cells in the final DEF, fill, tap and decap left out, types with 5 or more instances in the layout <==
cell and n:
sky130_fd_sc_hd__o21ai_1 36, sky130_fd_sc_hd__o22ai_1 19, sky130_fd_sc_hd__mux2i_2 5, sky130_fd_sc_hd__nor2b_1 10, sky130_fd_sc_hd__nand2_1 108, sky130_fd_sc_hd__mux2_4 6, sky130_fd_sc_hd__mux2_2 35, sky130_fd_sc_hd__nand4_1 6
sky130_fd_sc_hd__a222oi_1 8, sky130_fd_sc_hd__a22oi_1 7, sky130_fd_sc_hd__a21oi_1 85, sky130_fd_sc_hd__or3_1 6, sky130_fd_sc_hd__o22a_1 7, sky130_fd_sc_hd__inv_1 70, sky130_fd_sc_hd__xor2_1 15, sky130_fd_sc_hd__buf_4 34
sky130_fd_sc_hd__a221oi_1 7, sky130_fd_sc_hd__and2_1 5, sky130_fd_sc_hd__o221ai_1 9, sky130_fd_sc_hd__nor3_1 11, sky130_fd_sc_hd__clkdlybuf4s50_1 262, sky130_fd_sc_hd__ha_1 70, sky130_fd_sc_hd__nand2b_1 14, sky130_fd_sc_hd__o21ai_0 59
sky130_fd_sc_hd__and3_1 6, sky130_fd_sc_hd__mux4_2 19, sky130_fd_sc_hd__a21o_1 9, sky130_fd_sc_hd__nor2_1 98, sky130_fd_sc_hd__o21a_1 15, sky130_fd_sc_hd__nand3_1 13, sky130_fd_sc_hd__a211oi_1 21, sky130_fd_sc_hd__a31oi_1 26
sky130_fd_sc_hd__mux2i_1 69, sky130_fd_sc_hd__xnor2_1 58
==> area by class of cell <==
type                            instances  area (sq um)
Timing Repair Buffer                  299          2893
Antenna cell                            1         2.502
Multi-Input combinational cell        934          6929
Tap cell                              324         405.4
Fill cell                            2515         14090
Inverter                               76         285.3
==> power groups by stage <==
stage / Clock, W / Combinational [W] / Sequential [W]
4_1_cts: 0 / 0.000617 / 0
5_1_grt: 0 / 0.000669 / 0
6_report: 0.0000000000192 / 0.000623 / 0
==> per-layer routing <==
layer  track usage (%)  vias to the layer above
met5                 0                        -
met4             11.49                        0
met3             8.043                       92
met2             47.63                      505
met1             41.38                     4216
li1                  -                     4430
Power and IR drop assume default switching activity.
