### ./design.v
module C_Decoder_3 (dis, sel, out0, out1, out2, out3, out4, out5, out6, out7);
	input dis;
	input [2:0] sel;
	output reg out0;
	output reg out1;
	output reg out2;
	output reg out3;
	output reg out4;
	output reg out5;
	output reg out6;
	output reg out7;
	always @ (dis or sel)
	begin
		case ({dis, sel})
			4'b0000 : {out7, out6, out5, out4, out3, out2, out1, out0} = 8'b0000_0001;
			4'b0001 : {out7, out6, out5, out4, out3, out2, out1, out0} = 8'b0000_0010;
			4'b0010 : {out7, out6, out5, out4, out3, out2, out1, out0} = 8'b0000_0100;
			4'b0011 : {out7, out6, out5, out4, out3, out2, out1, out0} = 8'b0000_1000;
			4'b0100 : {out7, out6, out5, out4, out3, out2, out1, out0} = 8'b0001_0000;
			4'b0101 : {out7, out6, out5, out4, out3, out2, out1, out0} = 8'b0010_0000;
			4'b0110 : {out7, out6, out5, out4, out3, out2, out1, out0} = 8'b0100_0000;
			4'b0111 : {out7, out6, out5, out4, out3, out2, out1, out0} = 8'b1000_0000;
			default : {out7, out6, out5, out4, out3, out2, out1, out0} = 8'b0000_0000;
		endcase
	end
endmodule
module C_Mux_3 (sel, in0, in1, in2, in3, in4, in5, in6, in7, out);
   parameter BITS = 1;
	input [2:0] sel;
	input [BITS-1:0] in0;
	input [BITS-1:0] in1;
	input [BITS-1:0] in2;
	input [BITS-1:0] in3;
	input [BITS-1:0] in4;
	input [BITS-1:0] in5;
	input [BITS-1:0] in6;
	input [BITS-1:0] in7;
	output reg [BITS-1:0] out;
	always @ * begin
		case (sel)
			default : out = in0;
			3'b001 : out = in1;
			3'b010 : out = in2;
			3'b011 : out = in3;
			3'b100 : out = in4;
			3'b101 : out = in5;
			3'b110 : out = in6;
			3'b111 : out = in7;
		endcase
	end
endmodule
module C_Register (clk, rst, save, in, out);
	parameter BITS = 16;
	input clk;
	input rst;
	input save;
	input [BITS-1:0] in;
	output reg [BITS-1:0] out;
	reg [BITS-1:0] value;
	reg reset;
	initial begin
		out = {BITS{1'b0}};
		value = {BITS{1'b0}};
	end
	always @ (posedge clk, posedge rst) begin
	   if (rst)
			value = {BITS{1'b0}};
		else if (save)
			value = in;
		out = value;
	end
endmodule
module L_Register_File(sel0, sel1, sel2, in, writeDisable, clk, rst, out0, out1, out2);
	input [2:0] sel0;
	input [2:0] sel1;
	input [2:0] sel2;
	input writeDisable;
	input clk;
	input rst;
	input [15:0] in;
	output [15:0] out0;
	output [15:0] out1;
	output [15:0] out2;
	wire x0WriteEnable;
	wire x1WriteEnable;
	wire x2WriteEnable;
	wire x3WriteEnable;
	wire x4WriteEnable;
	wire x5WriteEnable;
	wire x6WriteEnable;
	wire x7WriteEnable;
	wire [15:0] x0Value;
	wire [15:0] x1Value;
	wire [15:0] x2Value;
	wire [15:0] x3Value;
	wire [15:0] x4Value;
	wire [15:0] x5Value;
	wire [15:0] x6Value;
	wire [15:0] x7Value;
	C_Decoder_3 REGISTER_WRITE_SELECT (.dis(writeDisable), .sel(sel0), .out0(x0WriteEnable), .out1(x1WriteEnable), .out2(x2WriteEnable), .out3(x3WriteEnable), .out4(x4WriteEnable), .out5(x5WriteEnable), .out6(x6WriteEnable), .out7(x7WriteEnable));
	C_Register # (.BITS(16)) REGISTER_x0 (.clk(clk), .rst(rst), .save(x0WriteEnable), .in(in), .out(x0Value));
	C_Register # (.BITS(16)) REGISTER_x1 (.clk(clk), .rst(rst), .save(x1WriteEnable), .in(in), .out(x1Value));
	C_Register # (.BITS(16)) REGISTER_x2 (.clk(clk), .rst(rst), .save(x2WriteEnable), .in(in), .out(x2Value));
	C_Register # (.BITS(16)) REGISTER_x3 (.clk(clk), .rst(rst), .save(x3WriteEnable), .in(in), .out(x3Value));
	C_Register # (.BITS(16)) REGISTER_x4 (.clk(clk), .rst(rst), .save(x4WriteEnable), .in(in), .out(x4Value));
	C_Register # (.BITS(16)) REGISTER_x5 (.clk(clk), .rst(rst), .save(x5WriteEnable), .in(in), .out(x5Value));
	C_Register # (.BITS(16)) REGISTER_x6 (.clk(clk), .rst(rst), .save(x6WriteEnable), .in(in), .out(x6Value));
	C_Register # (.BITS(16)) REGISTER_x7 (.clk(clk), .rst(rst), .save(x7WriteEnable), .in(in), .out(x7Value));
	C_Mux_3 # (.BITS(16)) REGISTER_MUX_0 (.sel(sel0), .in0(x0Value), .in1(x1Value), .in2(x2Value), .in3(x3Value), .in4(x4Value), .in5(x5Value), .in6(x6Value), .in7(x7Value), .out(out0));
	C_Mux_3 # (.BITS(16)) REGISTER_MUX_1 (.sel(sel1), .in0(x0Value), .in1(x1Value), .in2(x2Value), .in3(x3Value), .in4(x4Value), .in5(x5Value), .in6(x6Value), .in7(x7Value), .out(out1));
	C_Mux_3 # (.BITS(16)) REGISTER_MUX_2 (.sel(sel2), .in0(x0Value), .in1(x1Value), .in2(x2Value), .in3(x3Value), .in4(x4Value), .in5(x5Value), .in6(x6Value), .in7(x7Value), .out(out2));
endmodule
### ./run.sh
#!/bin/bash
# OpenROAD 26Q1-2900-gdf79404cd8, Yosys 0.63+post, stock flow scripts
make -C /OpenROAD-flow-scripts/flow DESIGN_CONFIG=/design/flow/config.mk WORK_HOME=/design/flow/orfs finish
### ./config.mk
export PLATFORM = sky130hd
export DESIGN_NAME = L_Register_File
export DESIGN_NICKNAME = L_Register_File
export VERILOG_FILES = /design/flow/design.v
export SDC_FILE = /design/flow/constraint.sdc
export NUM_CORES = 4
export LEC_CHECK = 1
export CORE_UTILIZATION = 30
### ./constraint.sdc
current_design L_Register_File

set clk_period 4.6
set clk_io_pct 0.2

create_clock -name clk0 -period $clk_period [get_ports {clk}]

set non_clock_inputs [all_inputs -no_clocks]
set_input_delay [expr $clk_period * $clk_io_pct] -clock clk0 $non_clock_inputs
set_output_delay [expr $clk_period * $clk_io_pct] -clock clk0 [all_outputs]
==> flow_metrics.env <==
# yosys + openroad results
export IMPL_status="finished clean"
export IMPL_grt_overflow=0
export IMPL_clock_fmax_ghz=0.249
export IMPL_syn_area_per_cell_um2=10.9
export IMPL_drt_initial_drc_count=572
export IMPL_antenna_left=0
export IMPL_wl_met1_um=11000
export IMPL_cts_setup_buffers=0
export IMPL_tightest_slew_ns=0.773
export IMPL_cap_violations=0
export IMPL_grt_pass1_wl_um=38800
export IMPL_yosys_area_top_type_share_pct=40.3
export IMPL_async_flop_share_pct=100
export IMPL_vdd_drop_max_uv=287
export IMPL_finalClockPeriodUsage_pct=87.3
export IMPL_endpoint_kind="output port"
export IMPL_yosys_area_mm2=0.00795
export IMPL_ctsResizeCount=0
export IMPL_common_cells="mux2_2 (137), dfrtp_1 (128), nor2_1 (98), a221oi_1 (80), mux2i_1 (47)"
export IMPL_synthCells=729
export IMPL_top_cell="mux2_2"
export IMPL_finalHoldViolCount=0
export IMPL_grt_use_total_pct=19.6
export IMPL_p_total_mw=3.96
export IMPL_crit_chain="clkdlybuf4s50_1, nor2b_1, buf_4, a221oi_1, a221oi_1, nor2_1, clkdlybuf4s50_1"
export IMPL_hold_path_class="flop to flop"
export IMPL_io_buffers=75
export IMPL_critical_path_class="input pin to output port"
export IMPL_rows=59
export IMPL_tool_warnings=25
export IMPL_max_stage_delay_ns=0.69
export IMPL_die_width_um=165
export IMPL_totalWireLength_um=24900
export IMPL_p_leak_nw=4.08
export IMPL_path_buffers=3
export IMPL_dp_hpwl_um=16600
export IMPL_cts_num_sinks=128
export IMPL_yosysTopAreaCell="dfrtp_1"
export IMPL_clkTransAtPathRegs_ns=0.05
export IMPL_yosys_cells=729
export IMPL_yosysWarnings=3
export IMPL_cts_buffers=17
export IMPL_slew_headroom_pct=48.5
export IMPL_first_global_vias=6511
export IMPL_slew_violations=0
export IMPL_insertion_delay_ns=0.42
export IMPL_firstDrtPassIters=5
export IMPL_met2_length_um=11200
export IMPL_htreeDepth=4
export IMPL_wl_per_cell_um=21.7
export IMPL_cp_top_family="buffers and inverters"
export IMPL_ctsHoldBuffers=0
export IMPL_setup_viol=0
export IMPL_skew_ns=0
export IMPL_die_y_um=165
export IMPL_grt_antenna_before_repair=2
export IMPL_root_buffer="clkbuf_16"
export IMPL_wl_met3_um=2180
export IMPL_antenna_cells=0
export IMPL_rsz0062_at_grt="no"
export IMPL_cts_tree="yes"
export IMPL_post_route_min_period_ns=4.01
export IMPL_coreArea_mm2=0.0261
export IMPL_vias=6381
export IMPL_floorplan_core_util_pct=30.5
export IMPL_syn_area_mm2=0.00795
export IMPL_synth_seq_cells=128
export IMPL_drive_gt1_share_pct=29.7
export IMPL_place_congestion=0.889
export IMPL_ys_flop_type="dfrtp_1"
export IMPL_post_route_drc_count=0
export IMPL_area_leaders="dfrtp_1 (40%), mux2_2 (19%), a221oi_1 (8.8%)"
export IMPL_ios=76
export IMPL_area_growth_pct=21.6
export IMPL_crit_path_start_kind="input pin"
export IMPL_clockBufferDepth=2
export IMPL_setup_tns_final_ns=0
export IMPL_worstPathArrival_ns=3.09
export IMPL_synth_distinct_cells=34
export IMPL_die_area_mm2=0.0272
export IMPL_top_layer_used="met5"
export IMPL_grt_max_degree=90
export IMPL_avgViaCountPerCell=5.56
export IMPL_critPathSlowestCell="clkdlybuf4s50_1"
export IMPL_crit_required_ns=3.68
export IMPL_ys_seq_share_pct=40.3
export IMPL_p_per_area_mw_per_mm2=410
export IMPL_edf_count=0
export IMPL_crit_path_max_fanout=12
## kinds of logic (layout without fill, tap and decap cells)
family | count (synthesis) | in the layout | synth area share, %
buffers and inverters | 86 | 169 | 5.38
AND-OR/OR-AND | 159 | 159 | 16.1
flip-flops | 128 | 128 | 40.3
multiplexers | 203 | 203 | 29.6
AND/OR/NAND/NOR | 153 | 153 | 8.64
## per-layer routing
metal  global-route usage, %  vias to the layer above
li1                        -                     2885
met1                    28.2                     3188
met2                    29.5                      263
met3                    6.58                       41
met4                    3.79                        4
met5                       0                        -
## area by class of cell
type | instances | area (um2)
clock buffers | 26 | 509
clock inverters | 5 | 52.6
fillers | 2512 | 16400
inverters | 20 | 77.6
multi-input cells | 515 | 4330
flip-flops and latches | 128 | 3200
well taps | 335 | 419
repair buffers | 118 | 1070
## registers in the layout (all words and copies together) (netlist names)
name	cells
REGISTER_x1.out	16
REGISTER_x4.out	16
REGISTER_x0.out	16
REGISTER_x6.out	16
REGISTER_x2.out	16
REGISTER_x5.out	16
REGISTER_x3.out	16
REGISTER_x7.out	16
## final timing paths
check,start,to,slack (ns),cells after the start
worst max-delay path,sel2[2],out2[9],0.59,7
worst min-delay path,REGISTER_x5.out[10],REGISTER_x5.out[10],0.55,1
worst max register to register,REGISTER_x1.out[12],REGISTER_x1.out[12],3.77,1
worst min register to register,REGISTER_x5.out[10],REGISTER_x5.out[10],0.55,1
max in group asynchronous,rst,REGISTER_x0.out[7],2.82,3
min in group asynchronous,rst,REGISTER_x6.out[2],0.90,2
## power breakdown
part | internal [mW] | switching [mW] | total, mW | leakage [nW]
Combinational | 0.629 | 0.426 | 1.05 | 2.26
Sequential | 1.37 | 0.238 | 1.61 | 1.54
Clock | 0.809 | 0.485 | 1.29 | 0.276
Total | 2.81 | 1.15 | 3.96 | 4.08
## metrics by stage
stage                     instances  setup WS (ns)  hold WS, ns  util, %  cell area, um2
after floorplan                 729          0.267        0.491        -            7950
after global placement         1116          0.632        0.528     34.9            9110
after detailed placement       1116          0.629        0.536     34.9            9110
after CTS                      1147          0.635        0.551     37.1            9670
after global routing           1147          0.477        0.565     37.1            9670
final                          1147          0.585        0.551     37.1            9670
## cells in the final DEF (no fill, tap or decap), types with 2 or more instances in the layout
cell and count:
a211o_1 5, a21oi_1 10, a221oi_1 80, a22o_1 39, a31oi_1 2, buf_12 2
buf_2 5, buf_4 41, clkbuf_1 4, clkbuf_16 17, clkbuf_8 5, clkdlybuf4s50_1 70
clkinv_2 3, dfrtp_1 128, inv_1 19, mux2_2 137, mux2_4 10, mux2i_1 47
mux4_2 8, nand2_1 30, nand2b_1 9, nor2_1 98, nor2_2 2, nor2b_1 2
nor2b_2 2, nor3_4 4, o21ai_0 18, or3_1 3
Power is estimated from default activity; no workload was simulated.
